### design/flow/design.v
module cx #(
    parameter TYPE = 1
) (
  input logic rstn,
  input logic clk,
  input logic [9:0] opcode,
  input logic [31:0] op_a,
  input logic [31:0] op_b,
  output logic invalid_opcode,
  output logic [31:0] result,
  output logic result_valid,
  output logic result_error
);
initial begin
    $dumpfile("waves.vcd");
    $dumpvars();
end
logic[7:0] a[4];
assign {a[3], a[2], a[1], a[0]} = op_a[31:0];
logic[7:0] r[4];
assign result[31:0] = {r[3], r[2], r[1], r[0]};
always @* begin
invalid_opcode=1'b1;
result_valid=1'b1;
result_error=1'b0;
{r[3], r[2], r[1], r[0]}=32'd0;
casez (opcode)
    10'b00000000??: begin  
        {r[3], r[2], r[1], r[0]}=op_a;
        invalid_opcode=1'b0;
        for(integer i=0; i<=opcode[1:0]; i++) begin
            if ((a[i] >= 65) && (a[i] <= 90) ) r[i] = a[i] - 65 + 97;
            else result_error=1'b1;
        end
        end
    10'b00000001??: begin  
        {r[3], r[2], r[1], r[0]}=op_a;
        invalid_opcode=1'b0;
        for(integer i=0; i<=opcode[1:0]; i++) begin
            if (a[i] >= 97 && a[i] <= 122 ) r[i] = a[i] - 97 + 65;
            else result_error=1'b1;
        end
        end
    10'b0000001000: begin  
        {r[3], r[2], r[1], r[0]}=32'd0;
        invalid_opcode=1'b0;
        result_error=1'b1;
        for(integer i=31; i>=0; i--) begin
            if (op_a[i]) begin
              {r[3], r[2], r[1], r[0]} = i;
              result_error=1'b0;
            end
        end
        end
    default: begin 
        end
endcase
end
endmodule
### design/flow/config.mk
export PLATFORM = sky130hd
export DESIGN_NAME = cx
export DESIGN_NICKNAME = cx
export VERILOG_FILES = /design/flow/design.v
export SDC_FILE = /design/flow/constraint.sdc
export NUM_CORES = 4
export LEC_CHECK = 1
export CORE_AREA = 10 10 105 105
export DIE_AREA = 0 0 115 115
export SYNTH_HDL_FRONTEND = slang
### design/flow/constraint.sdc
current_design cx

set clk_period 5.7
set clk_io_pct 0.2

create_clock -name clk0 -period $clk_period

set non_clock_inputs [all_inputs -no_clocks]
set_input_delay [expr $clk_period * $clk_io_pct] -clock clk0 $non_clock_inputs
set_output_delay [expr $clk_period * $clk_io_pct] -clock clk0 [all_outputs]
### design/flow/run.sh
#!/bin/bash
# OpenROAD 26Q1-2900-gdf79404cd8, Yosys 0.63+post, stock flow scripts
make -C /OpenROAD-flow-scripts/flow DESIGN_CONFIG=/design/flow/config.mk WORK_HOME=/design/flow/orfs finish
==> impl_metrics.ini <==
; generated from flow reports
[floorplanning]
ioPinCount = 111
die_y_um = 115
fp-utilization = 0.146
rows = 34
die_x_um = 115
coreArea_um2 = 8760
die-area_um2 = 13200

[logic_synthesis]
synth.largest_area_cell = nor2_1
top_area_frac = 0.0996
synthMuxAreaShare = 0
yosysWarnings = 0
synth_cells = 210
ys_cells = 210
ys_sh_simple = 0.468
yosysUniqueCellTypes = 47
yosys_area_um2 = 1280
aoi_share = 0.377
area_leaders = nor2_1, a21oi_1, ha_1
ys_seq_frac = 0
xor_area_frac = 0
top_logic_kind = simple AND/OR/NAND/NOR gates
synth.cell_area_um2 = 1280
syn_avg_cell_area_um2 = 6.10
ys_sh_adder = 0.0781

[min_path]
hold_path_class = in2out
hold_end = result[27]
hp-start = op_a[27]
whs_path_depth = 3

[run]
openroad.warnings = 70
maxCapViolCount = 0

[grt]
grt_pass1_wl_um = 9430
grt_overflow = 0
grt_max_degree = 17
antenna_found_initial = 0
gr-usage-all-layers = 0.0867
grt_pass1_vias = 1805

[place]
dp_hpwl_um = 5090
port_buffers = 76
routabilityCongestion = 0.845
dp_slack_ns = 0.905

[final_timing]
report.final.slew_viol_count = 0
timing.fmax_mhz = 207
grt_setup_unrepaired = no
worst_slack_ns = 0.866
finalHoldViolCount = 0
worstMarginPinSlew_ns = 0.895
tns_ns = 0
slew-limit-headroom = 0.398
setup_viol = 0
finalCriticalPeriod_ns = 4.83
fin_crit_sh = 0.848

[drt]
drtPass1Iterations = 4
wl_um = 5980
ant_nets = 0
vias = 1840
diodes = 0
routedWlPerCell_um = 15.3
post_drt_via_cell_ratio = 4.71
drc_errors = 0
first_iter_violations = 157

[worst_setup_path]
critical-path-slowest-cell = or4_4
cp_max_fo = 7
crit_type = in2out
cp-startpoint = op_a[10]
crit_path_end_kind = output pin
critPathMostFrequentCell = clkdlybuf4s50_1
crit_path_start_kind = primary input
crit_chain = clkdlybuf4s50_1, or4_4, o21ai_4, nor4_2, a2111o_1, a31oi_1, clkdlybuf4s50_1
critPathRequiredTime_ns = 4.56
critical-path-max-stage-delay_ns = 0.61
worstPathArrival_ns = 3.69

[clock_tree]
cts_resized = 0
holdBufCountCts = 0
cts_setup_buffers = 0

[run_status]
status = finished clean

[layout]
syn_to_final_growth_pct = 69.2
final_common_cell = clkdlybuf4s50_1
flop_area_um2 = 0
mostFrequentLayoutCells = clkdlybuf4s50_1, nor2_1, a21oi_1
fill_cells = 975
clockBufferCount = 0
flops = 0
final_layout_size_suffix_gt1_frac = 0.0671

[power]
total_leakage_power_nw = 0.745
vdd_drop_max_mv = 0.0203
cellPowerDensity_nw_per_um2 = 44.1
## cell type report
cell class,instances,area (um^2),area share
Tap cell,108,135,0.0623
Timing Repair Buffer,79,783,0.361
Inverter,17,63.8,0.0294
Multi-Input combinational cell,187,1190,0.547
## layer usage
layer | vias up | share of wire | global-route usage
li1 | 932 | - | -
met1 | 827 | 0.46 | 0.118
met2 | 79 | 0.45 | 0.142
met3 | 2 | 0.086 | 0.0216
met4 | 0 | 0.0038 | 0.00330
met5 | - | 0 | 0
## metrics by stage
| step | cell area [um^2] | hold WS, ns | utilization | power (mW) | std cells |
|---|---|---|---|---|---|
| finish | 2170 | 3.33 | 0.247 | 0.0956 | 391 |
| global route | 2170 | 3.39 | 0.247 | 0.106 | 391 |
| CTS | 2170 | 3.34 | 0.247 | 0.0956 | 391 |
| detailed placement | 2170 | 3.34 | 0.247 | 0.0951 | 391 |
| global placement | 2170 | 3.34 | 0.247 | 0.0940 | 391 |
| floorplan | 1280 | 2.34 | - | 0.0397 | 210 |
## cell families after synthesis
group           Yosys count
simple gates            108
compound gates           70
buf+inv                  23
fa+ha+maj                 8
other cells               1
## worst max-delay path by stage
stage               to  slack [ns]  cells past startpoint
6_report  result_error        0.87                      7
5_1_grt   result_error        0.66                      8
4_1_cts   result_error        0.88                      7
## cell usage after synthesis (2+ instances only)
master,instances
nor2_1,34
a21oi_1,21
inv_1,17
nand2_1,15
and2_1,13
o21ai_0,13
nor3_1,10
ha_1,8
nor4_1,6
o31ai_1,5
a2111oi_0,4
nand3_1,4
o22ai_1,4
or3_1,4
a21o_1,3
a31oi_1,3
clkbuf_1,3
nor2b_1,3
nor4_2,3
or4_4,3
a2111o_1,2
a211oi_1,2
buf_4,2
nand2b_1,2
nor3b_1,2
o211ai_1,2
o21ai_4,2
## worst max-delay path: cells and delay by family
kind,cells,cell delay (ns)
buffers and inverters,2,1.06
AND-OR/OR-AND,3,0.78
AND/OR/NAND/NOR,2,0.71
## power breakdown
part / internal [mW] / switching, mW
registers: 0 / 0
clock network: 0 / 0
logic: 0.0456 / 0.0500
total: 0.0456 / 0.0500
Power and IR drop assume default switching activity.
